==> /design/flow/design.v <==
`timescale 1ns/1ns
module RegisterFile(input clk,rst,RegWrite, input[4:0] ReadReg1,ReadReg2,WriteReg, input[31:0] WriteData, output [31:0]ReadData1,ReadData2);
  reg [1:0] winData;
  reg [31:0] Register[0:31];
 integer i;
   initial begin
    Register[0] = 32'b0;
    for (i = 0; i < 32; i = i + 1) begin
       Register[i] = 32'b0;
    end
   end
	always@(posedge clk) begin
    if(RegWrite) begin
      if(WriteReg != 5'd0) begin
        Register[WriteReg] <= WriteData;
      end
    end
  end
  assign ReadData1 = Register[ReadReg1];
  assign ReadData2 = Register[ReadReg2];
endmodule
==> /design/flow/run.sh <==
#!/bin/bash
# OpenROAD 26Q1-2900-gdf79404cd8, Yosys 0.63+post, stock flow scripts
make -C /OpenROAD-flow-scripts/flow DESIGN_CONFIG=/design/flow/config.mk WORK_HOME=/design/flow/orfs finish
==> /design/flow/config.mk <==
export PLATFORM = sky130hd
export DESIGN_NAME = RegisterFile
export DESIGN_NICKNAME = RegisterFile
export VERILOG_FILES = /design/flow/design.v
export SDC_FILE = /design/flow/constraint.sdc
export NUM_CORES = 4
export LEC_CHECK = 1
export CORE_UTILIZATION = 50
==> /design/flow/constraint.sdc <==
current_design RegisterFile

set clk_period 7.5
set clk_io_pct 0.2

create_clock -name clk0 -period $clk_period [get_ports {clk}]

set non_clock_inputs [all_inputs -no_clocks]
set_input_delay [expr $clk_period * $clk_io_pct] -clock clk0 $non_clock_inputs
set_output_delay [expr $clk_period * $clk_io_pct] -clock clk0 [all_outputs]
==> GITHUB_STEP_SUMMARY <==
## Synthesis and layout report

| Metric | Value |
|---|---|
| Status | finished clean |
| Register share after synthesis | 63.1% |
| Number of flip-flops in the largest register | roughly 1.0k |
| Setup_tns | 0 ns |
| Synth logic family | multiplexers |
| Maxcap violations | 0 |
| Share of layout cells above drive strength 1 | under 10% |
| Yosys stat cell total | 3386 |
| Clock transition at path regs | 0.06 ns |
| Biggest register | Register |
| I/O Buffers | about 110 |
| Hold crit path type | in -> reg |
| Worst Path Buf+Inv | 4 |
| Worst Path Required | roughly 6.0 ns |
| Via/cell ratio | 6.38 |
| DR vias | roughly 31k |
| P_leak | between 20 and 25 nW |
| Aoi share | approximately 8.0% |
| Final min period | approximately 6.2 ns |
| Fin area | approximately 0.055 mm² |
| Die ar. | between 0.09 and 0.1 mm² |
| Worst EP arrival | ~4.7 ns |
| Final wirelength | around 150000 µm |
| Hold-fix buffers, CTS | 0 |
| Post-CTS Repair Setup Buffers | 0 |
| Top Ports | approximately 110 |
| Worst-path maximum fanout | 29 |
| DR DRC count | 0 |
| Simple Share, Synth | under 10% |
| Yosys chip area | between 0.04 and 0.05 mm² |
| Clk root buf | clkbuf_16 |
| Synth Area in XOR/XNOR | 0% |
| WS Path Type | in -> out |
| Layout overhead on the synthesized area | 13.4% |
| Stage-log warning count | 27 |
| # rows | roughly 110 |
| Yosys warnings | 1 |
| Post-Synthesis Cells | between 3k and 4k |
| Die span in x | 314 µm |
| Final Hold Slack | ~1.6 ns |
| GPL Wtd Cong | just under 0.9 |
| PnR worst setup slack | 1.31 ns |
| CTS Buf Count | 110 |
| Slew Limit Fails | 0 |
| Initial antenna violation count | 1 |
| Pre-Place Util | between 50% and 60% |
| Post-synth EDFFs | 1024 |
| Worst Tran Pin Value | just over 1 ns |
| Critical Path Stages | 9 |
| Most crowded layer after global routing | met2 |
| Met1 usage | 44.3% |
| First-pass GRT wire length | roughly 220000 µm |
| Fa+ha+maj area frac | 0% |
| Overall routing resource usage | roughly a third |
| CP cell instances | clkdlybuf4s50_1, nor2b_4, buf_12, buf_12, a22o_1, nor3_1, a31oi_1, nand3_1, clkdlybuf4s50_1 |
| Worst setup EP type | output port |
| Mux frac, synth | a little over a fifth |
| Core Box Area | ~0.097 mm² |
| Pre-CTS setup slack | 1.38 ns |
| CP max stage delay | around 0.64 ns |
| Power density over the cells | approximately 230 mW/mm² |
| Avg Cell Area, Syn | roughly 14 µm² |
| RSZ-0062 raised after global routing | no |
| IR drop worst, VDD | ~0.18 mV |
| Synthesis-stage register bit count | 1024 |
| Largest net degree at the start of global routing | about 73 |
| CTS sink cnt | between 1k and 1.5k |
| Final setup vio count | 0 |
| Fin crit share | between 80% and 90% |
| # resized after CTS | 0 |
| GR Overflow Total | 0 |
| Clock buffer depth | 3 |
| GR met3 Demand/Resource | 25.9% |
| DRT iter0 DRCs | 2199 |
| Fraction of registers with async set/reset | 0% |
| Crit start category | primary input |
| CP max-delay cell | clkdlybuf4s50_1 |
| CP top delay family | buffers and inverters |
| Tot Pwr | between 10 and 15 mW |
| Largest registers | Register x1024 |
| 1st-pass router iterations | 6 |
| Vias in the first global route | approximately 33k |
| Yosys cell types | 24 |
| Endpoints failing hold | 0 |
| Placed cell areas | 0.0517 mm² |
| Final antenna-violating net count | 0 |
| Average wire per standard cell | between 30 and 40 µm |
| Slew HR | 32.3% |
| Fmax | 162 MHz |
| CTS tree | built |
| Hold Path Depth | 2 |
| M2 GR Usage | 46.6% |
| Mapped Area | 0.0488 mm² |
| H-tree depth | 3 |
| Main flop type | edfxtp_1 |
| Die height | between 300 and 400 µm |
| Dpl hpwl | between 80000 and 90000 µm |
==> worst paths after layout <==
check          start                to  slack (ns)
max      ReadReg2[0]     ReadData2[10]        1.31
min    WriteData[16]  Register[14][16]        1.63
==> routing by layer <==
metal / share of wire (%) / wire (µm)
met1: 35 / 53400
met2: 44 / 66800
met4: 3.2 / 4940
met3: 18 / 26700
met5: 0.24 / 358
==> layout by cell type (no fill, tap or decap), types with 5 or more instances in the layout <==
| cell | count |
|---|---|
| a31oi_1 | 64 |
| clkbuf_1 | 16 |
| bufinv_16 | 12 |
| a22o_1 | 128 |
| nand3_1 | 194 |
| clkdlybuf4s50_1 | 110 |
| edfxtp_1 | 1024 |
| nor3_1 | 64 |
| conb_1 | 32 |
| buf_4 | 112 |
| a22oi_1 | 192 |
| a21oi_1 | 192 |
| clkinv_1 | 41 |
| nand2_1 | 193 |
| clkbuf_16 | 114 |
| nand3b_1 | 5 |
| buf_12 | 27 |
| clkinv_2 | 16 |
| nor2_4 | 33 |
| mux2i_1 | 1024 |
==> power breakdown <==
group	switching, mW	internal, mW	total (mW)
Clock	2.19	3.15	5.34
Sequential	0.0337	6.38	6.42
Combinational	0.755	0.462	1.22
Total	2.98	10.0	13.0
==> area by class of cell <==
class,instances,area [µm²]
repair buffers,251,2510
fillers,7248,41400
flip-flops and latches,1024,30700
clock inverters,73,636
multi-input cells,2140,16900
clock buffers,130,2910
well taps,1276,1600
diodes,2,5.00
==> cells in the mapped netlist, types with 3 or more instances <==
library cell	count	area, µm²
edfxtp_1	1024	30700
mux2i_1	1024	10200
nand2_1	195	732
nand3_1	194	971
a21oi_1	192	961
a22oi_1	192	1440
a22o_1	128	1120
clkbuf_1	82	308
a31oi_1	64	400
nor3_1	64	320
buf_2	62	310
buf_4	57	428
buf_6	37	417
nor2_1	34	128
buf_1	11	41.3
nand3b_1	5	37.5
clkbuf_4	4	30.0
nand2b_1	4	25.0
nor2b_1	4	25.0
or3b_2	3	26.3
==> kinds of logic (layout without fill, tap and decap cells) <==
kind of cell / Yosys count / after routing
buf+inv: 253 / 454
mux: 1024 / 1024
simple gates: 508 / 508
compound gates: 576 / 576
flops: 1024 / 1024
other cells: 1 / 34
==> through the flow <==
stage               utilization, %  std cells
floorplan                        -       3417
global placement              53.5       4691
detailed placement            53.5       4691
CTS                           57.2       4894
global route                  57.2       4894
finish                        57.2       4896
Power figures rest on the tool's default switching activity, not on a simulated workload.
