### flow/design.v
`timescale 1ns/1ns
module alu(input [31:0] a,b , input [2:0] aluopration, output reg [31:0] out ,output zero);
    reg[31:0] res;
    always@(*)begin
    case(aluopration)
      3'b000: res = a + b;
      3'b001: res = a - b;
      3'b010: res = a & b;
      3'b011: res = a | b;
      3'b101: res = (a < b)? 32'd1 : 32'd0 ;
      default: res = 32'd0;
    endcase 
    end
  assign zero = (out == 32'd0) ? 1'b1 : 1'b0;
  assign out = res;
endmodule
### flow/run.sh
#!/bin/bash
# OpenROAD 26Q1-2900-gdf79404cd8, Yosys 0.63+post, stock flow scripts
make -C /OpenROAD-flow-scripts/flow DESIGN_CONFIG=/design/flow/config.mk WORK_HOME=/design/flow/orfs finish
### flow/config.mk
export PLATFORM = sky130hd
export DESIGN_NAME = alu
export DESIGN_NICKNAME = alu
export VERILOG_FILES = /design/flow/design.v
export SDC_FILE = /design/flow/constraint.sdc
export NUM_CORES = 4
export LEC_CHECK = 1
export CORE_UTILIZATION = 30
### flow/constraint.sdc
current_design alu

set clk_period 24.5
set clk_io_pct 0.2

create_clock -name clk0 -period $clk_period

set non_clock_inputs [all_inputs -no_clocks]
set_input_delay [expr $clk_period * $clk_io_pct] -clock clk0 $non_clock_inputs
set_output_delay [expr $clk_period * $clk_io_pct] -clock clk0 [all_outputs]
==> Changelog: implementation <==
### Changed

* Most frequent cell after synthesis: ha_1
* Vias per cell at 5.49
* Detail Route Antenna Nets at 0
* Fin. max-slew vios at 0
* I/O pins at 100
* Crit path DAT at 9800 ps
* Top area contributor share at 23.4%
* Req. time, crit path at 19600 ps
* # clk buffers at 0
* Register area share after synthesis at 0%
* CP startpoint: a[9]
* Power per cell area at 22.9 nW/um^2
* Layout area overhead at 20.7%
* Total grt overflow at 0
* Final Hold Fails at 0
* Synth warn at 2
* WL/cell at 17.2 um
* Final worst path period share at 60.0%
* Yosys chip area at 5360 um^2
* Hold-fix buffers at CTS at 0
* Max IR drop VDD at 0.00690 mV
* Layout cells sized above 1 at 5.09%
* GRT Util Overall at 20.6%
* Antenna Cells at 0
* First-pass GRT wire length at 29700 um
* Post-synth top cells: ha_1, inv_1, a21oi_1
* Synth cell types at 92
* Setup crit end kind: primary output
* Post CTS Setup Buffer Count at 0
* Final Wtd Congestion at 0.950
* Tool warnings at 100
* # port buffers at 100
* Cell count in the Yosys report at 801
* Synth area leader: ha_1
* Core ar. at 17400 um^2
* Post-Route WL at 18800 um
* Final setup vio count at 0
* Critical path startpoint category: input port
* Vias in the first global route at 5486
* Setup_tns at 0 ps
* Register area at 0 um^2
* Initial DRC count at 609
* Post-layout min period at 14700 ps
* Pre-CTS setup slack at 9830 ps
* Pwr Total at 148 uW
* Via count at 5984
* Antenna violations before repair at 0
* Hold Crit Class: in2out
* Cells after Synth at 801
* DRT Pass-1 Iters at 6
* Hold path startpoint: aluopration[0]
* Max Cap Violations at 0
* Die Y at 136 um
* F_max at 68.0 MHz
* Largest net degree at the start of global routing at 48
* Die X at 136 um
* Max-Slew Margin vs Limit at 40.5%
* Leak pwr at 2.78 nW
* Drt drc at 0
* Fp util at 30.9%
* Kind of critical path: in2out
* Rows at 48
* Post-Syn Area at 5360 um^2
* CP Max Fanout at 12
* # resized after CTS at 0
* Status: finished, final reports clean
* DPL Wire Length at 15300 um
* Syn avg cell area at 6.69 um^2
* Slew of the pin with the lowest slew margin at 882 ps
* Die area at 18400 um^2
* RSZ-0062 raised after global routing: no
* Flop count at 0
* Top cells by area: ha_1, a21oi_1, inv_1, nor2_1, o21ai_0
* Hold slack at 10860 ps
* Final setup margin at 9800 ps
==> stage by stage <==
stage	util [%]	instance area, um^2	std cells
finish	37.2	6460	1089
floorplan	-	5360	801
global placement	37.2	6460	1089
global route	37.2	6460	1089
detailed placement	37.2	6460	1089
CTS	37.2	6460	1089
==> worst paths after layout <==
kind,to,slack [ps],cells past startpoint
worst min-delay path,out[2],10860,5
worst max-delay path,zero,9800,15
==> routing by layer <==
layer,GRT usage [%],vias to the layer above,part of all wire [%]
met5,0,-,0
met4,1.25,0,0.64
met3,0.840,12,5.2
met2,33.1,202,45
met1,31.5,2767,49
li1,-,3003,-
==> critical path: stages <==
cell	delay [ps]
clkdlybuf4s50_1	510
inv_1	60
ha_1	480
or4_1	620
nand2b_1	160
a21oi_1	240
o31ai_2	150
o221ai_2	270
nand3_1	130
mux2i_1	150
a311o_1	360
or4_1	540
or4_4	520
nor4b_4	210
clkdlybuf4s50_1	480
==> cells by family (layout without fill, tap and decap cells) <==
kind of cell,Yosys count,in the layout,share of synthesized area [%]
fa+ha+maj,102,102,24.1
xor+xnor,24,24,4.06
compound gates,280,280,35.9
simple gates,243,243,22.9
mux,9,9,1.99
buf+inv,143,206,11.1
==> placed cells by master (no fill, tap or decap), types with 3 or more instances in the layout <==
cell type	synthesis	layout
ha_1	100	100
clkdlybuf4s50_1	0	99
inv_1	93	93
a21oi_1	77	77
nor2_1	74	74
nand2_1	61	61
o21ai_0	50	50
o211ai_1	21	21
xnor2_1	21	21
nand3_1	17	17
nor3_1	15	15
o31ai_1	14	14
nand2b_1	13	13
o22ai_1	11	11
nor2b_1	10	10
nand4_1	10	10
a211oi_1	10	10
a31oi_1	10	10
a21o_1	10	10
o21bai_1	9	9
nor4_1	7	7
or3_1	7	7
buf_4	4	7
or4_1	6	6
o21ai_1	6	6
o221ai_1	6	6
mux2i_1	5	5
or2_2	4	4
inv_2	4	4
a211o_1	4	4
o2111ai_1	3	3
and3_1	3	3
a21oi_2	3	3
==> where the power goes <==
group          leakage, nW  total [mW]  switching, mW  internal, mW
sequential               0           0              0             0
combinational         2.78       0.148         0.0842        0.0640
clock                    0           0              0             0
total                 2.78       0.148         0.0842        0.0640
==> cell type report <==
type | instances | area, um^2
Timing Repair Buffer | 107 | 1050
Tap cell | 225 | 282
Multi-Input combinational cell | 658 | 4760
Fill cell | 1867 | 10900
Inverter | 99 | 372
Power figures rest on the tool's default switching activity, not on a simulated workload.
