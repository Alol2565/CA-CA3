==> design/flow/config.mk <==
export PLATFORM = sky130hd
export DESIGN_NAME = b32regen
export DESIGN_NICKNAME = b32regen
export VERILOG_FILES = /design/flow/design.v
export SDC_FILE = /design/flow/constraint.sdc
export NUM_CORES = 4
export LEC_CHECK = 1
export CORE_AREA = 10 10 98 98
export DIE_AREA = 0 0 108 108
==> design/flow/constraint.sdc <==
current_design b32regen

set clk_period 1.1
set clk_io_pct 0.2

create_clock -name clk0 -period $clk_period [get_ports {clk}]

set non_clock_inputs [all_inputs -no_clocks]
set_input_delay [expr $clk_period * $clk_io_pct] -clock clk0 $non_clock_inputs
set_output_delay [expr $clk_period * $clk_io_pct] -clock clk0 [all_outputs]
==> design/flow/design.v <==
`timescale 1ns/1ns
module b32regen(input [31:0] in, input clk, rst, enable, output reg [31:0] out);
  reg [31:0] a;
  always@(posedge clk, posedge rst) begin
    if(rst)
      out <= 31'b0;
  else begin
    if(enable)
          out <= in;
    end
    end
endmodule
==> design/flow/run.sh <==
#!/bin/bash
# OpenROAD 26Q1-2900-gdf79404cd8, Yosys 0.63+post, stock flow scripts
make -C /OpenROAD-flow-scripts/flow DESIGN_CONFIG=/design/flow/config.mk WORK_HOME=/design/flow/orfs finish
==> flow_metrics.env <==
# physical design summary
export IMPL_drt_initial_drc_count=2
export IMPL_hpwl_mm=2.548
export IMPL_first_pass_iters=2
export IMPL_p_leak_uw=0.001047
export IMPL_log_warning_count=25
export IMPL_ys_top_cells_by_count="32 x dfrtp_1, 30 x mux2_4, 3 x buf_12"
export IMPL_synth_edff_count=0
export IMPL_reg2reg_from="out[26]$_DFFE_PP0P_"
export IMPL_grt_use_total_pct=5.834
export IMPL_power_density_mw_per_mm2=1297
export IMPL_top_register="out"
export IMPL_yosysMostFrequentCell="dfrtp_1"
export IMPL_cts_tree="yes"
export IMPL_wl_mm=3.460
export IMPL_top_regs="out (32)"
export IMPL_vias=879
export IMPL_ys_seq_share_pct=59.37
export IMPL_r2r_slack_ps=110
export IMPL_cpPeakStageDelay_ps=370
export IMPL_clock_sinks=32
export IMPL_place_inst=236
export IMPL_numPortBuffers=66
export IMPL_fp_util_pct=17.64
export IMPL_drc=0
export IMPL_run_status="finished clean"
export IMPL_clock_root_buffer="clkbuf_8"
export IMPL_path_buffers=1
export IMPL_cts_buffers_inserted=5
export IMPL_r2r_end="out[26]$_DFFE_PP0P_"
export IMPL_syn_inst=69
export IMPL_cp_max_fo=2
export IMPL_layout_cells_non_filler=259
export IMPL_timing_fmax_ghz=0.9461
export IMPL_finalMaxSlewViolations=0
export IMPL_die_w_um=108
export IMPL_gp_congestion=0.6890
export IMPL_synth_top_area_share_pct=59.37
export IMPL_routed_via_density=3.394
export IMPL_hold_path_class="primary input to async pin"
export IMPL_clk_path_buf_depth=2
export IMPL_end_kind="output port"
export IMPL_grt_max_degree=33
export IMPL_r2r_cells=3
export IMPL_cpMaxStageDelayCell="dfrtp_1"
export IMPL_worstSetupPathType="register to output port"
export IMPL_final_hold_viol_count=0
export IMPL_synth_top_cell_by_area="dfrtp_1"
export IMPL_synth_area_per_cell_sq_um=19.55
export IMPL_crit_path_start_kind="register"
export IMPL_synth_top_flop_cell="dfrtp_1"
export IMPL_tightest_slew_ps=191.7
export IMPL_fin_crit_ps=1057
export IMPL_ys_chip_area_sq_mm=0.001349
export IMPL_synth_area_sq_mm=0.001349
export IMPL_ys_ff=32
export IMPL_synth_area_top_cells="dfrtp_1 59%, mux2_4 33%, buf_12 4.5%"
export IMPL_worstSkewPairLatency_ps=270
export IMPL_period_used_pct=96.09
export IMPL_peakVddDrop_mv=0.3921
export IMPL_async_reset_ff_share_pct=100.0
export IMPL_critPathRequiredTime_ps=880
export IMPL_crit_chain="clkdlybuf4s15_1"
export IMPL_holdBufCountCts=0
export IMPL_drt_antenna_violating_nets=0
export IMPL_setup_violations=0
export IMPL_die_y_um=108
export IMPL_largest_register_ffs=32
export IMPL_areaGrowthSynthToFinish_pct=65.03
export IMPL_drive_gt1_share_pct=47.13
export IMPL_yosys_cells=69
export IMPL_rows=32
export IMPL_wl_per_cell_um=13.36
export IMPL_coreArea_sq_mm=0.007647
export IMPL_antenna_diode_count=0
export IMPL_path_delay_family="flip-flops"
export IMPL_hold_ws_ps=297.3
export IMPL_grt_pass1_vias=978
export IMPL_htreeDepth=2
export IMPL_fin_skew_ps=0
export IMPL_yosys_warnings=1
export IMPL_relSlewSlack_pct=87.22
export IMPL_grt_overflow_total=0
export IMPL_synth_cell_type_count=6
export IMPL_io_pins=67
export IMPL_clk_pin_slew_ps=70
export IMPL_dieArea_sq_mm=0.01166
export IMPL_grt_pass1_wl_mm=5.319
export IMPL_fillers=778
export IMPL_antenna_found_initial=0
export IMPL_crit_arrival_ps=840
export IMPL_max_cap_violations=0
[cells in the final DEF (no fill, tap or decap), types with 2 or more instances in the layout]
cell	n
mux2_4	30
buf_4	16
clkbuf_2	15
clkbuf_1	2
clkdlybuf4s50_1	33
buf_12	2
mux2_2	2
buf_2	3
clkdlybuf4s15_1	15
clkbuf_8	6
dfrtp_1	32
[per-layer routing]
| metal | global-route usage, % | vias to the layer above | share of wire [%] |
|---|---|---|---|
| met3 | 3.193 | 2 | 12 |
| met2 | 8.147 | 50 | 40 |
| met1 | 8.133 | 415 | 47 |
| met5 | 0 | - | 0 |
| met4 | 0.4771 | 0 | 0.46 |
| li1 | - | 412 | - |
[area by class of cell]
class,count,area (sq um),area share [%]
Timing Repair Buffer,84,730.7,32.83
Multi-Input combinational cell,32,473.0,21.25
Tap cell,102,127.6,5.734
Clock buffer,8,90.09,4.047
Inverter,1,3.754,0.1686
Sequential cell,32,800.8,35.98
[cell families after synthesis]
logic type / share of synthesized area [%]
muxes: 35.06
DFF: 59.37
buffers and inverters: 5.566
[worst max-delay path by stage]
stage	endpoint	depth (start not counted)	slack, ps	from
after CTS	out[21]	1	5	out[21]$_DFFE_PP0P_
final	out[17]	1	40	out[17]$_DFFE_PP0P_
after global routing	out[26]	1	-2	out[26]$_DFFE_PP0P_
[timing repair]
action / CTS / global route
gates resized: 67 / 15
setup endpoints to repair: 32 / 16
setup buffers: 13 / 2
[through the flow]
stage	worst slack (ps)	util [%]	area, sq um	power, uW	TNS (ps)
6_report	43.03	29.11	2226	2887	0
3_3_place_gp	26.33	27.57	2108	1998	0
4_1_cts	5.146	29.89	2286	2981	0
2_1_floorplan	189.2	-	1349	1596	0
5_1_grt	-1.999	29.11	2226	3061	-1.999
3_5_place_dp	31.76	27.57	2108	1998	0
[power by group]
group	leakage [uW]	switching [uW]	internal (uW)
Clock	0.0000455	424	510
Sequential	0.000374	59.8	1290
Combinational	0.000627	144	454
Power figures rest on the tool's default switching activity, not on a simulated workload.
